### design/flow/design.v
module regfile (
    input clk,
    input rst,
    input [4:0] read_reg1,
    input [4:0] read_reg2,
    input [4:0] write_reg,
    input [31:0] write_data,
    input write_en,
    output [31:0] read_data1,
    output [31:0] read_data2,
    output [31:0] log_reg_1,
    output [31:0] log_reg_2,
    output [31:0] log_reg_3
);
    reg [31:0] registers[31:0];
    assign log_reg_1 = registers[1];
    assign log_reg_2 = registers[2];
    assign log_reg_3 = registers[3];
    assign read_data1 = (read_reg1 == 5'd0) ? 32'd0 : registers[read_reg1];
    assign read_data2 = (read_reg2 == 5'd0) ? 32'd0 : registers[read_reg2];
    always @(posedge clk or posedge rst) 
    begin
        if(rst) begin
        end else if(write_en && write_reg != 5'd0) 
        begin
            registers[write_reg] <= write_data;
        end
    end
endmodule
### design/flow/run.sh
#!/bin/bash
# OpenROAD 26Q1-2900-gdf79404cd8, Yosys 0.63+post, stock flow scripts
make -C /OpenROAD-flow-scripts/flow DESIGN_CONFIG=/design/flow/config.mk WORK_HOME=/design/flow/orfs finish
### design/flow/config.mk
export PLATFORM = sky130hd
export DESIGN_NAME = regfile
export DESIGN_NICKNAME = regfile
export VERILOG_FILES = /design/flow/design.v
export SDC_FILE = /design/flow/constraint.sdc
export NUM_CORES = 4
export LEC_CHECK = 1
export CORE_UTILIZATION = 30
### design/flow/constraint.sdc
current_design regfile

set clk_period 11.1
set clk_io_pct 0.2

create_clock -name clk0 -period $clk_period [get_ports {clk}]

set non_clock_inputs [all_inputs -no_clocks]
set_input_delay [expr $clk_period * $clk_io_pct] -clock clk0 $non_clock_inputs
set_output_delay [expr $clk_period * $clk_io_pct] -clock clk0 [all_outputs]
==> run summary <==
outcome: completed
power per cell area: 164.4 nW/um^2
GR Overflow Total: 0
Pleak: 0.01733 uW
cell area after layout: 54140 sq um
core region area: 147700 sq um
die width: 387.6 microns
worst hold margin: 2.307 ns
final worst slack: 2.236 ns
area delta synth->final: 21.41%
Log Warnings: 37
Critical Path Source Type: primary input
htree depth: 3
dpl cell area: 50140 sq um
PortBufs: 209
post-CTS setup buffers: 0
slew margin rel.: 0.2997
Final Util: 0.3667
clk buf depth: 3
clock sink count: 992
# hold bufs at CTS: 0
die height: 387.6 microns
RSZ-0062 raised after global routing: false
dpl hpwl: 164600 microns
share of post-route cells with drive strength above 1: 0.1489
post-DR vias/cell: 6.990
Routed wire per std cell: 46.52 microns
top flop regs: registers x992
DR iter-0 viols: 5445
vias in the first global route: 40440
worst path arrival time: 6.64 ns
crit path max fanout: 38
CP Class: primary input to output pin
number of synthesis warnings: 2
Syn Std Cell Area: 44600 sq um
Die ar.: 150200 sq um
I/O pin total: 210
Core Util at FP: 0.3020
Post-synth EDFFs: 992
worst slew pin tran: 1.041 ns
cts repair resizes: 0
Unique cell types: 65
routability cong.: 1.077
Worst-path clk slew: 0.06 ns
Yosys Instances: 3435
CTS Buf Count: 109
Tot GR Track Use: 0.3706
type of the tightest min-delay check: primary input to flip-flop
main flop type: edfxtp_1
Largest Register: registers
YS chip area: 44600 sq um
Peak VDD IR: 0.0001436 V
max FFs per register: 992
final setup TNS: 0 ns
largest net degree at the start of global routing: 108
first-pass GRT wire length: 353700 microns
asr flop ratio synth: 0
CTS root buf: clkbuf_16
# DRC: 0
num rows: 141
Synth Area per Inst: 12.98 sq um
final period utilization: 0.7986
DRT Wirelength: 267600 microns
CP endpoint: read_data2[5]
Crit. Startpoint: read_reg2[3]
vias after detailed routing: 40210
max-cap viol count: 0
CP Capture Type: output pin
CP Data Required Time: 8.88 ns
Synthesized registers: 992
final hold violations: 0
Initial DRT Pass Iterations: 8
Synth Seq Share: 0.6680
dpl ws: 2.489 ns
Gate Count Post-Synth: 3435
final setup vio count: 0
Max Slew Vio Count: 0
initial antenna violation count: 16
TritonCTS clock tree: built
crit path time final: 8.864 ns
ANT nets after route: 0
FMAX: 112.8 MHz
-- area by class of cell --
| class | instances | area, sq um |
|---|---|---|
| Antenna cell | 34 | 85.08 |
| Clock buffer | 120 | 2833 |
| Clock inverter | 83 | 1089 |
| Fill cell | 13850 | 93520 |
| Inverter | 8 | 30.03 |
| Multi-Input combinational cell | 2127 | 13950 |
| Sequential cell | 992 | 29790 |
| Tap cell | 1930 | 2415 |
| Timing Repair Buffer | 458 | 3959 |
-- worst min path at each step --
stage,start,endpoint,slack [ns],depth (start not counted)
after global routing,write_data[7],registers[4][7]$_DFFE_PP_,2.34,2
after CTS,write_data[7],registers[21][7]$_DFFE_PP_,2.28,2
final,write_data[10],registers[12][10]$_DFFE_PP_,2.31,2
-- through the flow --
| step | total power, uW | std cells |
|---|---|---|
| 5_1_grt | 9024 | 5720 |
| 3_3_place_gp | 4911 | 5515 |
| 4_1_cts | 8859 | 5718 |
| 2_1_floorplan | 4469 | 3435 |
| 3_5_place_dp | 4907 | 5515 |
| 6_report | 8900 | 5752 |
-- Yosys cell counts, types with 4 or more instances --
cell,n,share of area
edfxtp_1,992,0.67
nand3_1,592,0.066
a22oi_1,373,0.063
and3_1,238,0.033
nand4_1,189,0.027
clkbuf_1,170,0.014
buf_2,92,0.010
nor2_1,77,0.0065
a21oi_1,74,0.0083
a2111oi_0,70,0.014
a31oi_1,66,0.0093
nand2_1,65,0.0055
and4_1,49,0.0096
nor4_1,44,0.0062
a222oi_1,40,0.0090
buf_1,38,0.0032
a22o_1,33,0.0065
and2_1,22,0.0031
o31a_1,19,0.0037
nor3_1,15,0.0017
a221o_1,11,0.0025
nand2b_1,10,0.0014
nor2_2,10,0.0014
nor2b_1,10,0.0014
o21ai_0,10,0.0011
and3b_1,8,0.0016
inv_1,8,0.00067
nand3b_1,8,0.0013
nor3b_1,8,0.0013
a31o_2,7,0.0014
buf_4,7,0.0012
mux2i_1,7,0.0016
o2111ai_1,6,0.0012
nand4b_1,5,0.00098
or2_2,5,0.00070
a221oi_1,4,0.00079
nor3b_2,4,0.0011
-- critical path, cell delays in order --
cell             delay, ns
clkdlybuf4s50_1       0.49
buf_4                 0.28
nor2_4                0.14
buf_4                 0.51
buf_4                 0.65
and2_2                0.34
buf_4                 0.57
a22oi_1               0.13
and4_1                0.20
a31oi_1               0.44
clkdlybuf4s50_1       0.57
-- routing by layer --
| layer | vias up | share of wire | track usage |
|---|---|---|---|
| li1 | 14810 | - | - |
| met1 | 19450 | 0.31 | 0.3968 |
| met2 | 4596 | 0.41 | 0.4872 |
| met3 | 1311 | 0.20 | 0.3133 |
| met4 | 41 | 0.083 | 0.2228 |
| met5 | - | 0.0038 | 0.06188 |
-- layout by cell type (no fill, tap or decap), drive strengths merged, types with 42 or more instances in the layout --
| cell | synthesis | layout |
|---|---|---|
| clkbuf | 170 | 120 |
| and4 | 49 | 49 |
| nand2 | 65 | 65 |
| nor4 | 45 | 45 |
| clkdlybuf4s50 | 0 | 203 |
| a22oi | 373 | 373 |
| a21oi | 74 | 74 |
| nand3 | 592 | 592 |
| nand4 | 189 | 189 |
| a31oi | 66 | 66 |
| clkinv | 0 | 42 |
| and3 | 238 | 238 |
| edfxtp | 992 | 992 |
| a2111oi | 75 | 75 |
| nor2 | 87 | 87 |
| buf | 138 | 255 |
-- where the power goes --
part / switching [uW] / leakage (uW) / internal [uW]
sequential: 18.8 / 0.00892 / 4150
clock: 1630 / 0.00190 / 2400
combinational: 504 / 0.00651 / 202
-- kinds of logic after synthesis --
kind of cell / Yosys count / synth area share
DFF: 992 / 0.6680
muxes: 10 / 0.002329
buffers and inverters: 316 / 0.02994
AOI/OAI and AO/OA: 743 / 0.1264
and+or+nand+nor: 1374 / 0.1734
Power and IR drop assume default switching activity.
