==> design/flow/design.v <==
module ALU (
    input [31:0] a,              
    input [31:0] b,              
    input [6:0]  operation,      
    output reg [31:0] result     
);
    always @(*) begin
        result = 32'b0;
        case (operation)
            7'b0000000: result = a + b;           
            7'b0000001: result = a - b;           
            7'b0000010: result = a * b;           
            7'b0000011: result = a / b;           
            7'b0000100: result = a & b;           
            7'b0000101: result = a | b;           
            7'b0000110: result = a ^ b;           
            7'b0000111: result = ~(a | b);        
            7'b0001000: result = a << b;          
            7'b0001001: result = a >> b;          
            7'b0001010: result = a >>> b;         
        endcase
    end
endmodule
==> design/flow/run.sh <==
#!/bin/bash
# OpenROAD 26Q1-2900-gdf79404cd8, Yosys 0.63+post, stock flow scripts
make -C /OpenROAD-flow-scripts/flow DESIGN_CONFIG=/design/flow/config.mk WORK_HOME=/design/flow/orfs finish
==> design/flow/config.mk <==
export PLATFORM = sky130hd
export DESIGN_NAME = ALU
export DESIGN_NICKNAME = ALU
export VERILOG_FILES = /design/flow/design.v
export SDC_FILE = /design/flow/constraint.sdc
export NUM_CORES = 4
export LEC_CHECK = 1
export CORE_UTILIZATION = 50
==> design/flow/constraint.sdc <==
current_design ALU

set clk_period 430.5
set clk_io_pct 0.2

create_clock -name clk0 -period $clk_period

set non_clock_inputs [all_inputs -no_clocks]
set_input_delay [expr $clk_period * $clk_io_pct] -clock clk0 $non_clock_inputs
set_output_delay [expr $clk_period * $clk_io_pct] -clock clk0 [all_outputs]
==> Changelog: implementation <==
### Physical design

- Area fraction in compound gates after synthesis: 25.1%
- Largest stage delay on the critical path: 920 ps
- Mean cell area of the mapped netlist: 7.09 um2
- Result of the run: complete, no violations
- Worst EP required: 344400 ps
- Switching share of total power: 59.1%
- Horizontal extent of the die: 324 um
- DR vias/cell: 6.51
- Biggest combinational cell group after synthesis: adder cells
- Average wire per standard cell: 27.8 um
- Post-CTS setup buffer count: 0
- Slowest cell on the critical path: sky130_fd_sc_hd__o31ai_1
- Post-Place Cell Area: 55000 um2
- Share of synthesized area spent on multiplexers: 3.55%
- Post-synthesis cell count from yosys: 7310
- Dominant cell type by area after synthesis: sky130_fd_sc_hd__ha_1
- # setup viols final: 0
- Multi-input gate area in the final layout: 48100 um2
- Count of cell types in the netlist: 99
- Power consumption: 0.359 mW
- Row Count: 117
- Cts-stage hold buffer count: 0
- Number of pins with negative max-slew slack in the final report: 0
- Setup TNS: 0 ps
- CP startpoint kind: input port
- Power Internal: 0.147 mW
- Total net switching power: 0.212 mW
- Combined area of all synthesized cells: 51900 um2
- Sequential cell area in the final layout: 0 um2
- Dominant cell by count in the synthesized netlist: sky130_fd_sc_hd__nand2_1
- Total vias in the final route: 56375
- Top Ports: 103
- Initial antenna violation count: 11
- Path type of the worst setup path: input port to output port
- Residual antenna-violating net count after detailed routing: 0
- Leading cell types by count after synthesis: sky130_fd_sc_hd__nand2_1, sky130_fd_sc_hd__ha_1, sky130_fd_sc_hd__nor2_1, sky130_fd_sc_hd__inv_1, sky130_fd_sc_hd__a21oi_1
- Yosys Warn Count: 1
- Via count of the first global-routing pass: 52750
- Largest type area fraction: 18.1%
- Arr. time, crit path: 173060 ps
- Unrepaired setup endpoints after global routing: no
- Core box area: 102000 um2
- Area of the synthesized netlist per yosys stat: 51900 um2
- Cycle use final: 60.2%
- Final instance area: 55000 um2
- Met1 wire length: 92900 um
- Area growth from synthesis to layout: 6.01%
- Total half-perimeter wirelength after legalization and detailed placement: 189000 um
- Number of hold violations in the final report: 0
- Number of violations reported at the end of detailed-routing iteration 0: 6281
- Remaining max-slew budget at the tightest pin: 29.3%
- Cell type with the highest occurrence count on the critical path: sky130_fd_sc_hd__ha_1
- Clkbuf count: 0
- Synth Area in Adders: 33.9%
- Global-route wire length before repair: 348000 um
- Global-route usage over all layers: 46.5%
- Slew @ Worst Pin: 1060 ps
- Total length of routed met3 wires: 32400 um
- Post-synthesis cell count: 7310
- Pin count of the biggest net entering global routing: 70
- Number of OpenROAD warnings: 69
- Worst-case vdd ir drop: 27.0 uV
- Drt pass-1 iters: 12
- Pwr dens: 6.54 nW/um2
- Register share after synthesis: 0%
- Area share of xor/xnor cells in the synthesized design: 8.56%
- Routed Wire Length: 240000 um
- Period minus WS final: 259160 ps
- Core Util at FP: 50.7%
- Layout filler cell count: 9969
- # Max-Cap Violations: 0
- Vert. Die Dim: 324 um
- Crit. End Element: output port
- Largest fanout on the critical path: 58
- Highest layer used for signal routing: met5
- Sequential cell count: 0
- Max Clock Freq: 3.86 MHz
- Count of instances resized after the clock tree is built: 0
- Hold Crit Class: input port to output port
- Routability-driven placement congestion ratio: 1.12
- Largest cells by area after synthesis: sky130_fd_sc_hd__ha_1, sky130_fd_sc_hd__fa_1, sky130_fd_sc_hd__nand2_1, sky130_fd_sc_hd__xnor2_1, sky130_fd_sc_hd__nor2_1
- Met2 wirelength from detailed routing: 97400 um
- Share of post-route cells with drive strength above 1: 5.96%
- P_leak: 26.0 nW
- PortBufs: 103
- Simple logic cell fraction of the synthesized area: 21.4%
- Overflow left after global routing: 0
- Total die size: 105000 um2
- DRC: 0
[power groups by stage]
stage                 combinational, mW  sequential (mW)      clock [mW]
after CTS                         0.349                0               0
after global routing              0.396                0  0.000000000952
[worst paths after layout]
| check | depth (start not counted) | start | end | slack (ps) |
|---|---|---|---|---|
| setup / recovery | 299 | a[2] | result[0] | 171340 |
| hold / removal | 6 | operation[0] | result[27] | 173540 |
[placed cells by master, fill, tap and decap left out, types with 176 or more instances in the layout]
master                    count
sky130_fd_sc_hd__a21oi_1    529
sky130_fd_sc_hd__nand2_1    927
sky130_fd_sc_hd__xor2_1     184
sky130_fd_sc_hd__o21ai_0    356
sky130_fd_sc_hd__fa_1       409
sky130_fd_sc_hd__a21o_1     176
sky130_fd_sc_hd__nor2_1     737
sky130_fd_sc_hd__buf_4      205
sky130_fd_sc_hd__xnor2_1    323
sky130_fd_sc_hd__ha_1       750
sky130_fd_sc_hd__inv_1      668
[layout make-up]
cell class | instances | area share [%]
timing repair buffer | 308 | 4.65
inverter | 686 | 4.69
multi-input combinational | 6287 | 87.5
antenna | 8 | 0.0364
tap | 1368 | 3.11
[kinds of logic (layout without fill, tap and decap cells)]
group,count (synthesis),after routing
AND-OR/OR-AND,1976,1976
XOR/XNOR,507,507
adder cells (fa/ha/maj),1159,1159
buffers and inverters,1023,994
multiplexers,174,174
other,0,8
AND/OR/NAND/NOR,2471,2471
[through the flow]
stage | hold slack (ps) | setup WS, ps | instances | utilization, %
after floorplan | 172470 | 185410 | 7310 | -
after detailed placement | 173510 | 174000 | 8649 | 53.7
after global routing | 173540 | 166830 | 8652 | 53.7
after CTS | 173520 | 173670 | 8649 | 53.7
after global placement | 173520 | 174960 | 8649 | 53.7
final | 173540 | 171340 | 8657 | 53.7
[layer usage]
| layer | global-route usage [%] | up-vias |
|---|---|---|
| li1 | - | 25681 |
| met4 | 26.4 | 8 |
| met2 | 66.4 | 3397 |
| met3 | 17.5 | 834 |
| met5 | 0.139 | - |
| met1 | 60.6 | 26455 |
[critical path, delay by kind of cell]
kind | cells | cell delay [ps]
buf+inv | 33 | 7420
mux | 7 | 2220
simple gates | 69 | 21360
fa+ha+maj | 31 | 10150
compound gates | 159 | 45540
Power and IR drop assume default switching activity.
